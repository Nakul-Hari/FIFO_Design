==> flow/design.v <==
module async_fifo #(
    parameter DATA_WIDTH = 8,
    parameter ADDR_WIDTH = 4
)(
    input wire wr_clk,            
    input wire rd_clk,            
    input wire wr_rst_n,          
    input wire rd_rst_n,          
    input wire wr_en,             
    input wire rd_en,             
    input wire [DATA_WIDTH-1:0] wr_data,  
    output reg [DATA_WIDTH-1:0] rd_data,  
    output wire fifo_full,        
    output wire fifo_empty        
);
    localparam FIFO_DEPTH = 1 << ADDR_WIDTH;
    reg [DATA_WIDTH-1:0] fifo_mem [0:FIFO_DEPTH-1];
    reg [ADDR_WIDTH:0] wr_ptr_bin = 0;
    reg [ADDR_WIDTH:0] wr_ptr_gray = 0;
    reg [ADDR_WIDTH:0] wr_ptr_gray_sync1 = 0;
    reg [ADDR_WIDTH:0] wr_ptr_gray_sync2 = 0;
    reg [ADDR_WIDTH:0] rd_ptr_bin = 0;
    reg [ADDR_WIDTH:0] rd_ptr_gray = 0;
    reg [ADDR_WIDTH:0] rd_ptr_gray_sync1 = 0;
    reg [ADDR_WIDTH:0] rd_ptr_gray_sync2 = 0;
    always @(posedge rd_clk or negedge rd_rst_n) begin
        if (!rd_rst_n) begin
            wr_ptr_gray_sync1 <= 0;
            wr_ptr_gray_sync2 <= 0;
        end else begin
            wr_ptr_gray_sync1 <= wr_ptr_gray;
            wr_ptr_gray_sync2 <= wr_ptr_gray_sync1;
        end
    end
    always @(posedge wr_clk or negedge wr_rst_n) begin
        if (!wr_rst_n) begin
            rd_ptr_gray_sync1 <= 0;
            rd_ptr_gray_sync2 <= 0;
        end else begin
            rd_ptr_gray_sync1 <= rd_ptr_gray;
            rd_ptr_gray_sync2 <= rd_ptr_gray_sync1;
        end
    end
    function [ADDR_WIDTH:0] bin2gray(input [ADDR_WIDTH:0] bin);
        bin2gray = bin ^ (bin >> 1);
    endfunction
    function [ADDR_WIDTH:0] gray2bin(input [ADDR_WIDTH:0] gray);
        integer i;
        begin
            gray2bin[ADDR_WIDTH] = gray[ADDR_WIDTH];
            for (i = ADDR_WIDTH-1; i >= 0; i = i - 1)
                gray2bin[i] = gray2bin[i+1] ^ gray[i];
        end
    endfunction
    always @(posedge wr_clk or negedge wr_rst_n) begin
        if (!wr_rst_n) 
          begin
            wr_ptr_bin <= 0;
            wr_ptr_gray <= 0;
        end 
      else if (wr_en && !fifo_full) 
        begin
            fifo_mem[wr_ptr_bin[ADDR_WIDTH-1:0]] <= wr_data;
            wr_ptr_bin <= wr_ptr_bin + 1;
            wr_ptr_gray <= bin2gray(wr_ptr_bin + 1);
        end
    end
    always @(posedge rd_clk or negedge rd_rst_n) begin
      if (!rd_rst_n) 
        begin
            rd_ptr_bin <= 0;
            rd_ptr_gray <= 0;
            rd_data <= 0;
        end 
      else if (rd_en && !fifo_empty) 
        begin
            rd_data <= fifo_mem[rd_ptr_bin[ADDR_WIDTH-1:0]];
            rd_ptr_bin <= rd_ptr_bin + 1;
            rd_ptr_gray <= bin2gray(rd_ptr_bin + 1);
        end
    end
    assign fifo_full = (wr_ptr_gray == {~rd_ptr_gray_sync2[ADDR_WIDTH:ADDR_WIDTH-1], rd_ptr_gray_sync2[ADDR_WIDTH-2:0]});
    assign fifo_empty = (rd_ptr_gray == wr_ptr_gray_sync2);
endmodule
==> flow/run.sh <==
#!/bin/bash
# OpenROAD 26Q1-2900-gdf79404cd8, Yosys 0.63+post, stock flow scripts
make -C /OpenROAD-flow-scripts/flow DESIGN_CONFIG=/design/flow/config.mk WORK_HOME=/design/flow/orfs finish
==> flow/config.mk <==
export PLATFORM = sky130hd
export DESIGN_NAME = async_fifo
export DESIGN_NICKNAME = async_fifo
export VERILOG_FILES = /design/flow/design.v
export SDC_FILE = /design/flow/constraint.sdc
export NUM_CORES = 4
export LEC_CHECK = 1
export CORE_UTILIZATION = 30
==> flow/constraint.sdc <==
current_design async_fifo

set clk_period 5.8
set clk_io_pct 0.2

create_clock -name clk0 -period $clk_period [get_ports {rd_clk}]
create_clock -name clk1 -period $clk_period [get_ports {wr_clk}]

set non_clock_inputs [all_inputs -no_clocks]
set_input_delay [expr $clk_period * $clk_io_pct] -clock clk0 $non_clock_inputs
set_output_delay [expr $clk_period * $clk_io_pct] -clock clk0 [all_outputs]
==> run summary <==
yosys + openroad results -> share of the synthesized area in the top cell type=0.551, total power=4.24 mW, first-pass GRT wire length=23800 um, Startpoint Class=flop, chip width=154 um, FP Rows=55, Synth mux share=0.0309, largest net degree at the start of global routing=41, Pre-Place Util=0.307, Post-synth ARST share=0.264, Clock transition at path regs=70 ps, Synth Area per Inst=15.4 um2, Hold Worst Slack=306 ps, YS chip area=6980 um2, Syn Std Cell Area=6980 um2, crit path max fanout=4, Setup CP Type=reg2out, setup TNS=0 ps, Post-DP HPWL=9820 um, area fraction in full adders, half adders and majority gates=0.0143, Worst Path Required=4640 ps, total die size=23900 um2, ANT nets after route=0, Post-synth regs=174, final hold violations=0, TritonRoute pass-1 iters=5, Synth Instances=452, worst path bufs/invs=1, vias in the first global route=4229, Clock Skew=8.40 ps, Synth area leaders=edfxtp_1 (55%), dfrtp_1 (17%), xor2_1 (2.1%), Total GRT Usage=0.140, Core Region=22700 um2, Layout fillers=2102, CP Cell Sequence=xnor2_1 -> nor4_1 -> clkdlybuf4s50_1, final instance area=8100 um2, PortBufs=22, share of cells above drive strength 1=0.143, Final Non-Filler Cells=782, Pwr Density=524 nW/um2, post-cts gate resize count=0, area fraction in xor and xnor cells=0.0389, grt ovf=0, slowest stage delay, CP=550 ps, Clock Sinks=174, routability congestion estimate=0.866, Worst Setup Slack, final=2640 ps, OpenROAD warnings=32, LEAKAGE=2.82 nW, I/O pin count=24, DP Worst Slack=2410 ps, post-DR wirelength/cell=19.2 um, DR iter-0 viols=243, top_reg_cell synth=edfxtp_1, measured slew at the worst slew-check pin=878 ps, via count=3945, main logic family after synthesis=AND-OR/OR-AND gates, initial antenna violation count=0, dpl cells=746, worst hold path type=reg2reg, crit-path leading delay family=buffers and inverters, Slew Limit Fails=0, top cells by count=edfxtp_1 (128), dfrtp_1 (46), nand2_1 (34), synthesis-to-finish area growth=16.1%, yosys warns=2, Max-cap violations=0, Worst Path Arrival=2000 ps, cell taking the most area after synthesis=edfxtp_1, final setup fails=0, CP max-delay cell=clkdlybuf4s50_1, aoi/oai-family share of the synthesized area=0.108, post-detailed-routing wire length=15000 um, Via density=5.04, worst vdd ir=0.214 mV, fin util=0.357, RSZ-0062 raised after global routing=false, Cell variety after synth=50, post-synthesis sequential area ratio=0.716, die y size=154 um, ys cells=452, status=finished clean, diode count=0, most frequent cell after synthesis=edfxtp_1, post-CTS setup buffers=0, EDFF count, synth=128, cts hold-fix bufs=0, Max-Slew Margin vs Limit=0.415, DRC errors left=0, area post-placement=7460 um2, crit path capture type=output port, yosys simple share=0.0601, TritonCTS clock tree=built
## registers in the layout, summed over array words and instances (netlist names)
register,flops
wr_ptr_bin,5
rd_ptr_gray_sync2,5
rd_ptr_bin,5
wr_ptr_gray,4
rd_ptr_gray_sync1,5
wr_ptr_gray_sync2,5
wr_ptr_gray_sync1,5
fifo_mem,128
rd_ptr_gray,4
rd_data,8
## cell families (layout without fill, tap and decap cells)
group	after synthesis	in the layout
muxes	19	19
and+or+nand+nor	91	91
xor gates and xnor gates	31	31
DFF	174	174
AOI/OAI and AO/OA	96	96
buffers and inverters	33	78
adders and majority gates	8	8
## routing by layer
| layer | up-vias | routed length, um | global-route usage |
|---|---|---|---|
| li1 | 1799 | - | - |
| met1 | 1912 | 5870 | 0.173 |
| met2 | 209 | 6890 | 0.209 |
| met3 | 23 | 1960 | 0.0953 |
| met4 | 2 | 231 | 0.0203 |
| met5 | - | 45 | 0.0145 |
## path summary, 6_finish.rpt
check / from / to / slack, ps / depth (start not counted)
setup / recovery: wr_ptr_bin[4] / fifo_full / 2640 / 3
hold / removal: rd_ptr_gray[3] / rd_ptr_gray_sync1[3] / 310 / 0
setup reg to reg: rd_ptr_bin[0] / rd_data[6] / 2980 / 6
hold reg to reg: rd_ptr_gray[3] / rd_ptr_gray_sync1[3] / 310 / 0
max in group clk1: wr_en / fifo_mem[11][0] / 2850 / 5
max in group asynchronous: rd_rst_n / rd_data[7] / 4280 / 2
min in group clk0: wr_ptr_gray_sync1[1] / wr_ptr_gray_sync2[1] / 350 / 0
min in group asynchronous: wr_rst_n / wr_ptr_bin[0] / 1090 / 2
## placed cells by master, fill, tap and decap left out, types with 3 or more instances in the layout
cell type	n
clkbuf_16	20
inv_6	9
mux2_2	8
buf_4	13
a2111oi_2	3
o221ai_1	7
nor3_1	9
a22oi_1	19
o21ai_0	14
a221oi_1	8
nand2_1	34
nand3_1	13
edfxtp_1	128
a21oi_1	7
nor2_1	21
xor2_1	17
o31ai_1	5
a211oi_1	3
o32ai_1	3
mux2_4	3
mux2i_1	8
ha_1	8
inv_1	6
a22o_1	5
xnor2_1	14
dfrtp_1	46
clkdlybuf4s50_1	22
nor2b_1	3
a32oi_1	6
## cell type report
cell class | instances | area, um2 | share of cell area
Inverter | 7 | 26.3 | 0.00325
Timing Repair Buffer | 35 | 318 | 0.0393
Sequential cell | 174 | 4990 | 0.617
Tap cell | 285 | 357 | 0.0440
Multi-Input combinational cell | 245 | 1770 | 0.219
Clock buffer | 20 | 500 | 0.0618
Clock inverter | 16 | 131 | 0.0162
## worst reg2reg max path: cells and delay by family (launching register included)
kind | cells | cell delay [ps]
fa+ha+maj | 1 | 770
simple gates | 2 | 550
flops | 1 | 460
compound gates | 3 | 910
## power by group
group	switching, mW	leakage (nW)	internal (mW)
logic	0.835	0.799	0.557
clock network	0.500	0.312	0.653
registers	0.141	1.71	1.56
total	1.48	2.82	2.77
Power and IR drop assume default switching activity.
