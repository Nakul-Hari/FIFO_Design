===== ./run.sh =====
#!/bin/bash
# OpenROAD 26Q1-2900-gdf79404cd8, Yosys 0.63+post, stock flow scripts
make -C /OpenROAD-flow-scripts/flow DESIGN_CONFIG=/design/flow/config.mk WORK_HOME=/design/flow/orfs finish

===== ./config.mk =====
export PLATFORM = sky130hd
export DESIGN_NAME = sync_fifo
export DESIGN_NICKNAME = sync_fifo
export VERILOG_FILES = /design/flow/design.v
export SDC_FILE = /design/flow/constraint.sdc
export NUM_CORES = 4
export LEC_CHECK = 1
export CORE_UTILIZATION = 40

===== ./constraint.sdc =====
current_design sync_fifo

set clk_period 3.9
set clk_io_pct 0.2

create_clock -name clk0 -period $clk_period [get_ports {clk}]

set non_clock_inputs [all_inputs -no_clocks]
set_input_delay [expr $clk_period * $clk_io_pct] -clock clk0 $non_clock_inputs
set_output_delay [expr $clk_period * $clk_io_pct] -clock clk0 [all_outputs]

===== ./design.v =====
module sync_fifo #(
    parameter DATA_WIDTH = 8,
    parameter ADDR_WIDTH = 4
)(
    input wire clk,
    input wire rst,
    input wire wr_en,
    input wire rd_en,
    input wire [DATA_WIDTH-1:0] wr_data,
    output reg [DATA_WIDTH-1:0] rd_data,
    output wire fifo_full,
    output wire fifo_empty,
    output reg valid_wr,
    output reg valid_rd,
    output reg [ADDR_WIDTH:0] fifo_count
);
    localparam FIFO_DEPTH = 1 << ADDR_WIDTH;
    reg [DATA_WIDTH-1:0] fifo_mem [0:FIFO_DEPTH-1];
    reg [ADDR_WIDTH:0] wr_ptr = 0;
    reg [ADDR_WIDTH:0] rd_ptr = 0;
    wire [ADDR_WIDTH-1:0] wr_addr = wr_ptr[ADDR_WIDTH-1:0];
    wire [ADDR_WIDTH-1:0] rd_addr = rd_ptr[ADDR_WIDTH-1:0];
    assign fifo_full  = (fifo_count == FIFO_DEPTH);
    assign fifo_empty = (fifo_count == 0);
    always @(posedge clk) begin
        if (rst) begin
            wr_ptr <= 0;
            valid_wr <= 0;
        end else if (wr_en && !fifo_full) begin
            fifo_mem[wr_addr] <= wr_data;
            wr_ptr <= wr_ptr + 1;
            valid_wr <= 1;
        end else begin
            valid_wr <= 0;
        end
    end
    always @(posedge clk) begin
        if (rst) begin
            rd_ptr <= 0;
            rd_data <= 0;
            valid_rd <= 0;
        end else if (rd_en && !fifo_empty) begin
            rd_data <= fifo_mem[rd_addr];
            rd_ptr <= rd_ptr + 1;
            valid_rd <= 1;
        end else begin
            valid_rd <= 0;
        end
    end
    always @(posedge clk) begin
        if (rst) begin
            fifo_count <= 0;
        end else if (wr_en && !fifo_full && !(rd_en && !fifo_empty)) begin
            fifo_count <= fifo_count + 1;
        end else if (rd_en && !fifo_empty && !(wr_en && !fifo_full)) begin
            fifo_count <= fifo_count - 1;
        end
    end
endmodule

==> impl_metrics.ini <==
; generated from flow reports
[synth]
synth_area_per_cell_um2 = 15.5
syn_area_um2 = 6070
edf_count = 128
synthFlopType = edfxtp_1
topCellsByArea = edfxtp_1 (63%), mux2i_1 (11%), dfxtp_1 (7.6%), o22ai_1 (3.3%), nor2_1 (2.7%)
ys_cells = 391
ys_chip_area_um2 = 6070
ys_types = 35
yosys_warnings = 1
netlist.area_leader.share_pct = 63.4
ys_seq_share_pct = 71.0
ys_ff = 151
synth_area_leader_cell = edfxtp_1
synth-async-reset-ratio_pct = 0
synthCells = 391

[sta]
hold_viol = 0
finalCritPeriodShare_pct = 79.2
rsz0062_at_grt = no
setup_viol = 0
min_period_ns = 3.09
tns_ns = 0
fmax_ghz = 0.324
relSlewSlack_pct = 40.4
final_max_slew_viol_count = 0
clock_skew_ns = 0.00597
worstMarginPinSlew_ns = 0.890

[route]
wl_um = 12300
routed_via_density = 5.32
drc = 0
initialDrtViolationCount = 229
postRouteAntennaNets = 0
drt_pass1_iterations = 6
vias = 3282
wl_per_cell_um = 19.9
insertedDiodeCount = 0

[critical_path]
timing.rr.start = fifo_count[0]$_SDFFE_PP0P_
critPathLaunchType = input port
reg2regPathDepth = 10
cp.required_ns = 4.20
cp_data_arrival_time_ns = 3.39
endpoint_kind = flop
cp_max_fo = 7
r2r_setup_slack_ns = 1.01
r2r-end = fifo_count[4]$_SDFFE_PP0P_
critPathKind = input port to flop

[placed_design]
hpwl_um = 7900
place.gp.congestion = 0.839
port_buffers = 28

[global_route]
grt_use_met2_pct = 27.2
grt_pass1_wl_um = 19300
antenna_found_initial = 0
grt_pass1_vias = 3356
grtUsageMet3_pct = 7.06
grt_max_degree = 43
globalRouteOverflowTotal = 0
track_usage_pct = 17.9
grt_busiest_layer = met2
use_met1_pct = 26.6

[clock_network]
cts_made_buffers = 17
cts_resized = 0
post_cts_buffers = 0
hold_buffers = 0
clk_latency_ns = 0.41
h-tree-depth = 4
tritoncts = built
cts_sinks = 151
clockBufferDepth = 2
cts_root_buffer = clkbuf_16
cts.clk_slew.worst_paths_ns = 0.06

[pwr]
intPower_uw = 3260
sw_frac_of_total_pct = 24.2
seq_power_share_pct = 45.2
power_frac_comb_pct = 16.1
leakage_uw = 0.00222
p_per_area_nw_per_um2 = 607
switching_power_uw = 1040
ir_worst_vdd_v = 0.000380
p_clk_share_pct = 38.8

[die]
coreArea_um2 = 14600
core.rowCount = 44
fp.dieW_um = 125
fp.dieH_um = 125
ios = 29
fp_util_pct = 41.4
dieArea_um2 = 15700

[finish]
fin_util_pct = 48.4
final.fill_count = 1241
post_route_cells_drive_above_1_share_pct = 8.31
syn_to_final_growth_pct = 16.8

[run_status]
status = finished, final reports clean

[job]
cap_viol_max_count = 0
tool_warnings = 28

[worst_hold_path]
whs_path_depth = 2
hp-start = rd_data[5]$_SDFFE_PP0P_
whs_endpoint = rd_data[5]$_SDFFE_PP0P_
hold_class = flop to flop
-- per-stage QoR --
step	hold slack, ns	power (uW)	setup WS, ns	instances	area (um2)
6_report	0.510	4300	0.812	617	7090
3_3_place_gp	0.498	2650	0.453	585	6480
2_1_floorplan	0.464	2390	1.12	391	6070
5_1_grt	0.546	4480	0.648	617	7090
3_5_place_dp	0.502	2670	0.370	585	6480
4_1_cts	0.510	4330	0.815	617	7090
-- flip-flops by register name, summed over array words and instances (netlist names) --
register,count
fifo_count,5
fifo_mem,128
rd_data,8
rd_ptr,4
valid_rd,1
valid_wr,1
wr_ptr,4
-- critical path, cell delays in order --
cell,delay [ns]
clkdlybuf4s50_1,0.54
a21boi_2,0.38
ha_1,0.24
inv_1,0.11
fa_1,0.41
a21o_1,0.19
a21oi_1,0.17
mux2i_1,0.22
mux2_2,0.34
-- kinds of logic after synthesis --
| family | synth area share (%) |
|---|---|
| xor gates and xnor gates | 1.30 |
| DFF | 71.0 |
| muxes | 11.2 |
| AOI/OAI and AO/OA | 6.11 |
| adders and majority gates | 2.19 |
| and+or+nand+nor | 5.88 |
| buffers and inverters | 2.33 |
-- cell usage in the layout (no fill, tap or decap), types with 8 or more instances in the layout --
cell type        instances
a211oi_1                 8
ha_1                     9
nor2_1                  43
clkbuf_16               17
o22ai_1                 32
mux2i_1                 67
edfxtp_1               128
dfxtp_1                 22
nor4_1                   9
clkdlybuf4s50_1         28
-- routing by layer --
layer / up-vias / routed length, um
met5: - / 29
met4: 2 / 209
met3: 14 / 975
met2: 96 / 5850
met1: 1597 / 5210
li1: 1573 / -
-- cell usage after synthesis (all sizes together), types with 2 or more instances --
cell / instances
a211oi: 8
xnor2: 3
nand3b: 5
or3b: 4
clkbuf: 8
o211ai: 4
mux2i: 67
a21boi: 2
o22ai: 32
xor2: 6
a21o: 2
buf: 13
a21oi: 4
dfxtp: 23
and3: 2
nand2: 6
nor2: 43
inv: 5
or3: 2
edfxtp: 128
nor4: 9
ha: 9
-- worst max-delay path by stage --
| stage | slack [ns] | endpoint | start |
|---|---|---|---|
| 6_report | 0.81 | fifo_count[4]$_SDFFE_PP0P_ | wr_en |
| 5_1_grt | 0.65 | fifo_count[4]$_SDFFE_PP0P_ | wr_en |
| 4_1_cts | 0.82 | fifo_count[4]$_SDFFE_PP0P_ | wr_en |
-- cell type report --
type,count,area (um2),area share (%)
clock buffers,23,458,6.46
repair buffers,31,303,4.27
multi-input cells,214,1620,22.9
inverters,5,18.8,0.265
clock inverters,9,149,2.10
well taps,184,230,3.25
flip-flops and latches,151,4310,60.8
-- power by group through the flow --
stage                 combinational [uW]  sequential [uW]  clock, uW
final                                690             1940       1670
after global routing                 769             1950       1760
after CTS                            694             1940       1690
Power figures rest on the tool's default switching activity, not on a simulated workload.
